--- flow/run.sh ---
#!/bin/bash
# OpenROAD 26Q1-2900-gdf79404cd8, Yosys 0.63+post, stock flow scripts
make -C /OpenROAD-flow-scripts/flow DESIGN_CONFIG=/design/flow/config.mk WORK_HOME=/design/flow/orfs finish
--- flow/config.mk ---
export PLATFORM = sky130hd
export DESIGN_NAME = pipeline_register
export DESIGN_NICKNAME = pipeline_register
export VERILOG_FILES = /design/flow/design.v
export SDC_FILE = /design/flow/constraint.sdc
export NUM_CORES = 4
export LEC_CHECK = 1
export CORE_AREA = 10 10 271 271
export DIE_AREA = 0 0 281 281
--- flow/constraint.sdc ---
current_design pipeline_register

set clk_period 1.0
set clk_io_pct 0.2

create_clock -name clk0 -period $clk_period [get_ports {clk}]

set non_clock_inputs [all_inputs -no_clocks]
set_input_delay [expr $clk_period * $clk_io_pct] -clock clk0 $non_clock_inputs
set_output_delay [expr $clk_period * $clk_io_pct] -clock clk0 [all_outputs]
--- flow/design.v ---
module pipeline_register(input clk, 
input lw_hazard,
input [0:31] instruction_IF,input [0:31]PC_IF, 
input Regdst_ID,input alusrc_ID,input memtoreg_ID,input regwrite_ID,input memread_ID,input memwrite_ID,input [1:0] aluop_ID,
input  signed [31:0] reg1_ID,input signed [31:0] reg2_ID,input [4:0] readreg1_ID,
input [4:0] readreg2_ID,
input [4:0] rd_ID,
input [5:0] functn_ID,input  [4:0] shamt_ID,
input wire signed [31:0] extended_ID, 
input wire memtoreg_EXEout,
input wire memread_EXEout,
input wire memwrite_EXEout,
input wire regwrite_EXEout,
input signed [31:0] ALUresult_EXE,input [4:0] regDstMux_EXE,input signed[31:0] AddressMuxOut_EXE, 
input wire signed [31:0] AluResult_MEM, input  [31:0] dataOut_MEM ,input wire [4:0] rd_mem,  
input wire regwrite_mem ,
input wire MEMWBMemtoReg_MEM , 
output reg  [31:0] instruction_ID,output reg [31:0]PC_IDin, 
output reg Regdst_EXE,output reg alusrc_EXE,output reg memtoreg_EXEin,output reg regwrite_EXE,output reg memread_EXEin,output reg memwrite_EXEin,output reg [1:0] aluop_EXE,
output reg signed [31:0] reg1_EXE,output reg signed [31:0] reg2_EXE,output reg [4:0] readreg1_EXE,
output reg [4:0] readreg2_EXE,
output reg [4:0] rd_EXE,
output reg [5:0] functn_EXE,output reg [4:0] shamt_EXE,
output reg signed [31:0] extended_EXE, 
output reg memtoreg_MEM,
output reg memread_MEM,
output reg memwrite_MEM,
output reg regwrite_MEM,
output reg signed [31:0] ALUresult_MEM,output reg [4:0] regDstMux_MEM,output reg signed[31:0] AddressMuxOut_MEM, 
output reg signed [31:0] AluResult_WB, output reg  [31:0] dataOut_WB ,output reg [4:0] MEMWBrd_WB,  
output reg MEMWBRegWrite_WB ,
output reg MEMWBMemtoReg_WB 
);
always@ (posedge clk)
begin
instruction_ID<=instruction_IF; 
PC_IDin<=PC_IF; 
Regdst_EXE<=Regdst_ID;
alusrc_EXE<=alusrc_ID;
memtoreg_EXEin<=memtoreg_ID;
regwrite_EXE<=regwrite_ID;
memread_EXEin<=memread_ID;
memwrite_EXEin<=memwrite_ID;
aluop_EXE<=aluop_ID;
reg1_EXE<=reg1_ID;
reg2_EXE<=reg2_ID;
readreg1_EXE<=readreg1_ID;
readreg2_EXE<=readreg2_ID;
rd_EXE<=rd_ID;
functn_EXE<=functn_ID;
shamt_EXE<=shamt_ID;
extended_EXE<=extended_ID; 
memtoreg_MEM <=memtoreg_EXEout ;
regwrite_MEM<=regwrite_EXEout;
memread_MEM <=memread_EXEout ;
memwrite_MEM <=memwrite_EXEout ;
ALUresult_MEM<=ALUresult_EXE;
regDstMux_MEM<=regDstMux_EXE;
AddressMuxOut_MEM<=AddressMuxOut_EXE; 
AluResult_WB<=AluResult_MEM;
dataOut_WB<=dataOut_MEM;
MEMWBrd_WB <=rd_mem;
MEMWBRegWrite_WB <=regwrite_mem ;
MEMWBMemtoReg_WB<=MEMWBMemtoReg_MEM ; 
end
endmodule
==> impl_metrics.tcl <==
# place-and-route summary
set metrics [dict create \
    status "finished, violations left" \
    violations "negative setup slack" \
    logic_gates 0 \
    synth_area_leader_cell "dfxtp_1" \
    setup_viol 338 \
    worst_path_largest_cell_delay_ns 0.31 \
    fp_util 0.100 \
    cp-start-kind "register" \
    cts_max_path_buffers 3 \
    via_per_inst 2.68 \
    netlist_area_um2 6770 \
    crit_type "register to primary output" \
    hp-class "input port to register" \
    synth_flops 338 \
    finalHoldViolCount 0 \
    final.setup.tns_ns -45.44 \
    die_h_um 281 \
    synth_dominant_cell_count "dfxtp_1" \
    min_period_ns 1.17 \
    relSlewSlack 0.871 \
    postCtsSetupBuffers 0 \
    dpl_cell_area_um2 14600 \
    syn_area_per_cell_um2 20.0 \
    warning_count 28 \
    n_antenna_cell 0 \
    cp_top_family "flip-flops" \
    slew_viol_final 0 \
    drt_iter0_drc 65 \
    synth_warnings 1 \
    path_clk_slew_ns 0.06 \
    gp_congestion 0.871 \
    ys_types 1 \
    die_w_um 281 \
    grt_antenna_before_repair 2 \
    grt_pass1_wl_um 42000 \
    first_pass_iters 3 \
    worst_slew_pin_slew_ns 0.193 \
    synthTopCellsByArea "dfxtp_1 (100%)" \
    final_area_um2 14300 \
    critPathBufInv 1 \
    synthToLayoutAreaGrowth_pct 112 \
    yosys-top-cells-count "dfxtp_1 (338)" \
    cts-root-buf "clkbuf_16" \
    post-place-ws_ns -0.0458 \
    ys.flop_type "dfxtp_1" \
    leakagePower_nw 6.14 \
    num_vias 5224 \
    syn_inst 338 \
    ys_async_sr_fraction 0 \
    postRouteAntennaNets 0 \
    grt_start_max_net_pins 14 \
    path_cells "buf_2" \
    route.detailed.drc 0 \
    cts_hold_buf 0 \
    wl_um 30900 \
    cts_tree "done" \
    fin_crit_sh 1.17 \
    drt-wirelength-per-cell_um 15.8 \
    yosys-stat-cells 338 \
    hpwl_um 25100 \
    slowest_stage "dfxtp_2" \
    cts_buffers 36 \
    first_global_vias 5902 \
    ios 678 \
    drive_gt1_frac 0.441 \
    enable_flop_cells 0 \
    final_util 0.213 \
    ys_seq_share 1.00 \
    rows 95 \
    io_buffers 676 \
    nFillCells 7188 \
    grt-ovfl-total 0 \
    worstPathMaxFanout 1 \
    ir_drop_mv 1.35 \
    timing.fmax_mhz 858 \
    p_per_area_nw_per_um2 2100 \
    fin_total_pwr_mw 30.1 \
    multiInputGateArea_um2 0 \
    endpoint_kind "primary output" \
    clock_sinks 338 \
    core_um2 67400 \
    track_usage 0.0724 \
    worstPathArrival_ns 0.97 \
    maxCapViolCount 0 \
    rsz0062_at_grt "yes" \
    fin_ws_ns -0.166 \
    h-tree-depth 2 \
    top_cell_area_share 1.00 \
    die_area_um2 79000 \
    critPathRequiredTime_ns 0.80 \
    ys_chip_area_um2 6770 \
]
power by group:
group | internal, mW | leakage (nW) | switching (mW)
clock network | 8.42 | 0.607 | 5.20
registers | 14.2 | 2.85 | 0.167
logic | 1.61 | 2.68 | 0.430
worst paths after layout:
kind	start	end	slack, ns	depth (start not counted)
worst max-delay path	reg1_EXE[18]	reg1_EXE[18]	-0.17	1
worst min-delay path	AddressMuxOut_EXE[23]	AddressMuxOut_MEM[23]	0.1	1
logic make-up after synthesis:
family / synth area share
flip-flops: 1.00
state kept, by name, summed over array words and instances, names as in the netlist, 2 cells and up:
name / cells
ALUresult_MEM: 32
AddressMuxOut_MEM: 32
AluResult_WB: 32
MEMWBrd_WB: 5
PC_IDin: 32
aluop_EXE: 2
dataOut_WB: 32
extended_EXE: 32
functn_EXE: 6
instruction_ID: 32
rd_EXE: 5
readreg1_EXE: 5
readreg2_EXE: 5
reg1_EXE: 32
reg2_EXE: 32
regDstMux_MEM: 5
shamt_EXE: 5
through the flow:
stage                     instances  hold WS [ns]
final                          1951        0.0962
after global routing           1951        0.0516
after detailed placement       1889         0.652
after floorplan                 338         0.228
after global placement         1889         0.649
after CTS                      1951        0.0332
layer usage:
layer | wire, µm | global-route usage | vias up | part of all wire
met1 | 10400 | 0.0734 | 2310 | 0.34
met3 | 3950 | 0.0374 | 43 | 0.13
li1 | - | - | 2483 | -
met4 | 887 | 0.0187 | 0 | 0.029
met2 | 15600 | 0.129 | 388 | 0.51
met5 | 0 | 0 | - | 0
cell type report:
type | instances | area, µm² | area share
Clock inverter | 13 | 205 | 0.0143
Sequential cell | 338 | 6870 | 0.479
Tap cell | 873 | 1090 | 0.0763
Timing Repair Buffer | 678 | 5140 | 0.359
Clock buffer | 49 | 1020 | 0.0712
what timing repair did:
action | in CTS | in global routing
resized | 1154 | 29
pin swaps | 0 | 0
endpoints found under the setup margin | 338 | 338
placed cells by master (no fill, tap or decap):
master and n:
buf_2 330, clkbuf_8 7, buf_6 8, clkdlybuf4s50_1 338, clkbuf_16 36, bufinv_16 5, clkinv_2 6, clkbuf_1 6
buf_4 2, inv_6 1, dfxtp_1 259, clkinv_8 1, dfxtp_2 79
Power and IR drop assume default switching activity.
