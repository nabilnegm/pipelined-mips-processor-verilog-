==> ./design.v <==
 module Mux2x1_WB_stage  ( input wire mux_ctrl , input wire [31:0] Input1 ,input wire [31:0] Input2  , output reg [31:0] Output ) ;
  always @ ( Input1 or Input2 or mux_ctrl )
  begin 
  case (mux_ctrl)
  1:
  begin
  Output = Input1 ;
  end
  0:
  begin
  Output = Input2 ;
  end
  endcase 
  end
  endmodule 
module WB_stage (
input memtoreg,
input signed [31:0] dataout,
input signed [31:0] AluResult,
input regwrite,
input [4:0] RegFileAdress,
output reg regwrite1,
output reg [4:0] RegFileAdress1,
output  signed [31:0]Result
);
Mux2x1_WB_stage WB( memtoreg,dataout ,AluResult , Result) ;
always @(RegFileAdress or Result or regwrite)
begin
RegFileAdress1<=RegFileAdress;
#5
regwrite1=regwrite;
#1
regwrite1=0;
end
endmodule
==> ./run.sh <==
#!/bin/bash
# OpenROAD 26Q1-2900-gdf79404cd8, Yosys 0.63+post, stock flow scripts
make -C /OpenROAD-flow-scripts/flow DESIGN_CONFIG=/design/flow/config.mk WORK_HOME=/design/flow/orfs finish
==> ./config.mk <==
export PLATFORM = sky130hd
export DESIGN_NAME = WB_stage
export DESIGN_NICKNAME = WB_stage
export VERILOG_FILES = /design/flow/design.v
export SDC_FILE = /design/flow/constraint.sdc
export NUM_CORES = 4
export LEC_CHECK = 1
export CORE_AREA = 10 10 70 70
export DIE_AREA = 0 0 80 80
==> ./constraint.sdc <==
current_design WB_stage

set clk_period 1.0
set clk_io_pct 0.2

create_clock -name clk0 -period $clk_period

set non_clock_inputs [all_inputs -no_clocks]
set_input_delay [expr $clk_period * $clk_io_pct] -clock clk0 $non_clock_inputs
set_output_delay [expr $clk_period * $clk_io_pct] -clock clk0 [all_outputs]
==> flow_summary.yaml <==
# flow metrics
final_timing:
  timing.final.crit_period_ns: 1.188
  post-route-period-util_pct: 118.8
  finalHoldViolCount: 0
  finalSetupViolations: 32
  rsz0062_at_grt: "true"
  worst_slack_ns: -0.1879
  maxSlewViolCount: 0
  max_freq_mhz: 841.8
route:
  firstDrtPassIters: 2
  vias_per_cell: 3.765
  diodes: 0
  drc_errors: 0
  wl_per_cell_um: 15.77
  final_antenna_net_count: 0
  routed_wl_um: 2886
  drtIter0Drc: 19
  vias: 689
grt:
  grtUsageMet3_pct: 4.091
  grt_pass1_vias: 794
  grt_max_degree: 8
  grt_first_pass_wirelength_um: 4119
  grtUsageMet1_pct: 8.767
  top_usage_layer: "met2"
  gr-usage-all-layers_pct: 7.966
  grt_remaining_overflow: 0
  antenna_found_initial: 0
  grt.met2_usage_pct: 14.04
flow_run:
  warnings: 35
  drv_cap: 0
synthesis:
  synthDistinctLibCells: 6
  ys_cells: 43
  yosysWarnings: 2
  top_area_share_pct: 75.95
  synth.area.top_cells: "mux2_4 (76%), buf_12 (10%), buf_4 (7.6%), mux2_2 (3.8%), buf_6 (1.9%)"
  ys_chip_area_um2: 593.1
  syn_area_per_cell_um2: 13.79
  yosys.stat.seqShare_pct: 0
  netlist_instances: 43
  synth_top_cell_by_area: "mux2_4"
  netlist_area_um2: 593.1
cells_and_area:
  final_common_cell: "dlygate4sd2_1"
  area_delta_synth_final_pct: 161.4
  final_cell_count_no_fill: 183
  layout_top_cells: "dlygate4sd2_1 (52), mux2_4 (32), buf_6 (18), buf_2 (14), clkdlybuf4s50_1 (8)"
  regArea_um2: 0
  clkbuf_count: 0
  ff_count: 0
  n_fill_cell: 339
  layout-drive-gt1-share_pct: 52.55
  final-comb-area_um2: 484.2
power:
  p_leak_uw: 0.0008596
  power_density_nw_per_um2: 390.2
  peakVddDrop_v: 0.0001478
floorplanning:
  rows: 21
  fp_util_pct: 17.36
  die_area_um2: 6400
  core_area_um2: 3416
  die_w_um: 80
  die_h_um: 80
  pin_count: 109
placement:
  portBuffers: 97
  dp_cells: 178
  dpl.hpwl_um: 2515
  globalplace.congestion: 0.7653
  dpl_worst_slack_ns: -0.5271
worst_setup_path:
  cp-end-kind: "output port"
  cp-start-kind: "input pin"
  required_ns: 0.80
  path_class: "in2out"
  arrival_ns: 0.99
  worstPathMaxFanout: 5
hold_path:
  min_path_type: "in2out"
clocking:
  holdBufCountCts: 0
run_status:
  violations: "negative setup slack"
  status: "complete, but fails checks"
[logic make-up (layout without fill, tap and decap cells)]
kind of cell	after synthesis	count (layout)	synth area share [%]
other cells	1	1	0.6323
mux	32	32	79.75
buf+inv	10	104	19.62
[power by group]
part / switching [uW] / total, uW / internal (uW)
registers: 0 / 0 / 0
logic: 133 / 605 / 472
clock network: 0 / 0 / 0
[critical path, cell delays in order]
cell,delay (ns)
buf_12,0.12
buf_12,0.13
buf_12,0.12
mux2_4,0.29
buf_6,0.11
[synthesized netlist by cell type]
cell type  number
buf_4           6
buf_12          3
buf_6           1
mux2_2          2
conb_1          1
mux2_4         30
[metal layers]
layer	up-vias	wire [um]
li1	338	-
met1	297	1099
met2	54	1408
met3	0	378
met4	0	0
met5	-	0
[cell type report]
| class | instances | share of cell area (%) |
|---|---|---|
| tap | 46 | 3.713 |
| timing repair buffer | 104 | 65.05 |
| multi-input combinational | 33 | 31.23 |
[worst paths after layout]
| check | from | end | cells after the start |
|---|---|---|---|
| worst max-delay path | memtoreg | Result[6] | 5 |
| worst min-delay path | RegFileAdress[1] | RegFileAdress1[1] | 0 |
[stage by stage]
step	utilization (%)	instance area [um2]	TNS [ns]	power [uW]	hold slack, ns
floorplan	-	593.1	0	220.9	0.4664
global placement	45.09	1540	-16.06	654.9	0.4000
detailed placement	45.09	1540	-16.19	657.0	0.4000
CTS	43.63	1490	-3.001	586.3	0.4000
global route	45.38	1550	-3.245	649.3	0.4000
finish	45.38	1550	-2.761	604.9	0.4000
[repair_timing]
| action | in CTS | in global routing |
|---|---|---|
| hold endpoints to repair | 0 | 0 |
| setup endpoints to repair | 32 | 32 |
| gates resized | 167 | 12 |
| gates cloned | 2 | 0 |
| buffers inserted | 3 | 0 |
Power and IR drop assume default switching activity.
