==> design.v <==
module ALU ( input signed [31:0] reg1 , input signed [31:0] reg2 ,input wire [2:0] op ,input wire [4:0] shift , output reg signed [31:0] o1 );
always @(reg1 or reg2 or op or shift ) 
begin
case (op)
3'b000:o1 =reg1&reg2   ;
3'b001:o1 =reg1|reg2   ;
3'b010:o1 =reg1+reg2   ;
3'b110:o1 =reg1-reg2   ;
3'b011:o1 =reg1<<shift ;
endcase
end
endmodule 
module ALUControl (Instruction,ALUOpType,ALUControlOutput);
input [5:0] Instruction;  
input [1:0] ALUOpType;  
output [2:0] ALUControlOutput;  
reg [2:0] result;
assign ALUControlOutput = result;
always@ (Instruction or ALUOpType )
begin
	if (ALUOpType == 2'b00)   
		begin
			result = 3'b010;                  
		end
	else if(ALUOpType == 2'b01)  
		begin
			result = 3'b110;                  
		end
	else if(ALUOpType == 2'b10)  
		begin
			case (Instruction)
				6'b100000:
					begin
						result = 3'b010;              
					end
				6'b100010: 
					begin
     						result = 3'b110; 	      
					end
				6'b100100:
					begin
						result = 3'b000;              
					end
				6'b100101:
					begin
						result = 3'b001;              
					end
				6'b000000:
					begin
						result = 3'b011;             
					end
			endcase
		end
end
endmodule
module ALUmux3x1 (input signed [31:0] reg1, 
	input signed [31:0] ALUresult, 
	input signed [31:0] WBresult, 	
	input [1:0] sel,  
	output reg signed [31:0] muxOut);
	always@(sel or ALUresult or WBresult or reg1)
	begin
		case(sel)
			2'b00: muxOut = reg1;
			2'b01: muxOut = ALUresult;
			2'b10: muxOut = WBresult;
		endcase
	end
endmodule
module AddressMux2x1  ( input mux_ctrl , 
	input signed [31:0] Input1 ,
	input signed [31:0] Input2  ,
	output reg signed [31:0] Output ) ;
always @ ( mux_ctrl or Input1 or Input2 )
begin 
  case (mux_ctrl)
0:
begin
Output = Input1 ;
end
1:
begin
Output = Input2 ;
end
endcase 
end
endmodule 
module ExecStage(
	input  Regdst,
	input  alusrc,
	input  memtoregIn,
	input  memreadIn,
	input  memwriteIn,
	input  regwriteIn,
	output reg memtoregOut,
	output reg memreadOut,
	output reg memwriteOut,
	output reg regwriteOut,
	output signed [31:0] ALUresult,
	input signed [31:0] ALUresultOld,
	input signed [31:0] WBresult,
	input [1:0] aluop,
	input signed [31:0] reg1,
	input signed [31:0] reg2,
	input signed [31:0] signEx, 
	input [4:0] rs,
	input [4:0] rt, 
	input [4:0] rd,
	input [5:0] functn_EXE,
	input [4:0] shamt,
	output [4:0] regDstMuxOut,
	input regwrite_mem,
	input regwrite_wb,
	input [4:0]rd_wb,
	input [4:0]rd_mem,
	output signed [31:0]muxOut2
	);
	wire [1:0]sel1;
	wire [1:0]sel2;
	wire [2:0] ALUcontrolOut;
	wire signed [31:0] muxOut1;
	wire signed [31:0] AddressMuxOut;
	always @(memtoregIn)
	begin
		memtoregOut <= memtoregIn;
		memreadOut <= memreadIn;
		memwriteOut <= memwriteIn;
		regwriteOut <= regwriteIn;
	end
	ALUControl aluControl(functn_EXE, aluop,ALUcontrolOut);
	ALUmux3x1 alumux1(reg1, ALUresultOld, WBresult, sel1,  muxOut1);
	ALUmux3x1 alumux2(reg2, ALUresultOld, WBresult, sel2,  muxOut2);
	AddressMux2x1  addressMux2x1 (alusrc , muxOut2, signEx, AddressMuxOut) ;
	ALU alu(muxOut1, AddressMuxOut, ALUcontrolOut, shamt, ALUresult);
	ALUmux2to1  aluMux2x1( Regdst , rt, rd,  regDstMuxOut) ;
	fw_hazard forwardhazard( regwrite_mem,regwrite_wb,rd_wb,rd_mem,rt,rs,sel1,sel2);
endmodule
module fw_hazard(input regwrite_mem,input regwrite_wb,input [4:0]rd_wb,input [4:0]rd_mem,input [4:0]rt,input [4:0]rs,output reg [1:0]forwards,output reg [1:0]forwardt);
always @(regwrite_mem or rd_mem or rs)
begin
if ((regwrite_mem==1)  && (rd_mem==rs) && (rd_mem != 0))
begin
forwards <=1;
end
else if(regwrite_wb && (rd_wb==rs) && (rd_wb!=0))
begin
forwards <=2;
end
else 
begin
forwards <=0;
end
if ((regwrite_mem==1)  && (rd_mem==rt) && (rd_mem!=0))
forwardt <=1;
else if(regwrite_wb && (rd_wb==rt) && (rd_wb!=0))
forwardt <=2;
else 
forwardt <=0;
end
endmodule
module ALUmux2to1  ( input mux_ctrl , 
	input signed [31:0] Input1 ,
	input signed [31:0] Input2  , 
	output reg signed [31:0] Output ) ;
always @ ( mux_ctrl or Input1 or Input2)
begin 
  case (mux_ctrl)
0:
begin
Output = Input1 ;
end
1:
begin
Output = Input2 ;
end
endcase 
end
endmodule 
==> run.sh <==
#!/bin/bash
# OpenROAD 26Q1-2900-gdf79404cd8, Yosys 0.63+post, stock flow scripts
make -C /OpenROAD-flow-scripts/flow DESIGN_CONFIG=/design/flow/config.mk WORK_HOME=/design/flow/orfs finish
==> config.mk <==
export PLATFORM = sky130hd
export DESIGN_NAME = ExecStage
export DESIGN_NICKNAME = ExecStage
export VERILOG_FILES = /design/flow/design.v
export SDC_FILE = /design/flow/constraint.sdc
export NUM_CORES = 4
export LEC_CHECK = 1
export CORE_UTILIZATION = 50
==> constraint.sdc <==
current_design ExecStage

set clk_period 22.7
set clk_io_pct 0.2

create_clock -name clk0 -period $clk_period

set non_clock_inputs [all_inputs -no_clocks]
set_input_delay [expr $clk_period * $clk_io_pct] -clock clk0 $non_clock_inputs
set_output_delay [expr $clk_period * $clk_io_pct] -clock clk0 [all_outputs]
==> impl_metrics.env <==
# flow metrics
export IMPL_syn_inst=1111
export IMPL_track_usage=0.347
export IMPL_area_delta_synth_final_pct=36.4
export IMPL_crit_family="buffers and inverters"
export IMPL_worstSetupStartpointType="input port"
export IMPL_synth_cell_types=77
export IMPL_cp_slowest_cell="or4_1"
export IMPL_comb_area_um2=6830
export IMPL_numPortBuffers=271
export IMPL_grt_max_degree=65
export IMPL_dp_hpwl_um=25100
export IMPL_postRouteAntennaNets=0
export IMPL_min_from="memreadIn"
export IMPL_top_cell_area_share=0.177
export IMPL_fin_crit_ps=12160
export IMPL_dr_pass1_iters=8
export IMPL_crit_cells=9
export IMPL_max_cap_violations=0
export IMPL_numSynthFlops=99
export IMPL_initCoreUtil=0.509
export IMPL_place_gp_congestion=1.01
export IMPL_drc=0
export IMPL_worstMarginPinSlew_ps=933
export IMPL_grt_pass1_wl_um=46100
export IMPL_holdPathStages=0
export IMPL_synth_area_leader_cell="dlxtn_1"
export IMPL_rsz0062_at_grt="no"
export IMPL_die_x_um=132
export IMPL_tns_ps=0
export IMPL_path_buffers=3
export IMPL_top_cells_by_area="dlxtn_1 18%, mux2i_1 15%, o21ai_0 7.2%"
export IMPL_via_per_inst=5.63
export IMPL_synth_main_ff_cell="dlxtn_1"
export IMPL_setup_viol=0
export IMPL_postCtsHoldBufs=0
export IMPL_yosysChipArea_um2=8410
export IMPL_cp_required_ps=18160
export IMPL_drive_gt1_frac=0.0532
export IMPL_fin_area_um2=11500
export IMPL_num_vias=9089
export IMPL_row_count=47
export IMPL_top_cell="nand2_1"
export IMPL_leakagePower_nw=4.54
export IMPL_overflow=0
export IMPL_worst_slew_margin_rel=0.376
export IMPL_drt_iter0_markers=663
export IMPL_ir_worst_vdd_uv=11.1
export IMPL_fin_crit_sh=0.536
export IMPL_end_kind="primary output"
export IMPL_critPathMaxStageDelay_ps=540
export IMPL_status="completed"
export IMPL_grt_antenna_before_repair=1
export IMPL_power_density_nw_per_um2=19.1
export IMPL_hold_viol_final=0
export IMPL_ys_top_cells_by_count="143 x nand2_1, 130 x mux2i_1, 121 x o21ai_0, 99 x dlxtn_1, 67 x a21oi_1"
export IMPL_ys_warnings_count=10
export IMPL_critical_path_cell_chain="clkdlybuf4s50_1 -> or4_1 -> o21ai_1 -> nor4_2 -> buf_4 -> mux2i_1 -> o21ai_0 -> dlxtn_1 -> clkdlybuf4s50_1"
export IMPL_crit_top_cell="clkdlybuf4s50_1"
export IMPL_tool_warnings=35
export IMPL_yosys_cells=1111
export IMPL_routed_wl_um=29800
export IMPL_cp_arrival_ps=7620
export IMPL_grt_pass1_vias=8258
export IMPL_hold_path_class="in -> out"
export IMPL_maxClockFrequency_mhz=82.2
export IMPL_synth_area_um2=8410
export IMPL_wire_per_inst_um=18.5
export IMPL_syn_avg_cell_area_um2=7.57
export IMPL_final_seq_area_um2=1490
export IMPL_dpl_cell_area_um2=11500
export IMPL_pin_count=279
export IMPL_die_area_um2=17300
export IMPL_untimed_endpoints=131
export IMPL_holdPathEnd="memreadOut"
export IMPL_core_area_um2=16500
export IMPL_edf_count=0
export IMPL_post_cts_buffers=0
export IMPL_fillers=1382
export IMPL_critPathKind="in -> out"
export IMPL_die_h_um=132
export IMPL_maxSlewViolCount=0
export IMPL_cp_max_fo=25
export IMPL_async_flop_share=0
export IMPL_unclocked_pins=99
export IMPL_post_cts_resized=0
metal layers:
metal	GRT usage	vias to the layer above	wire, µm
met3	0.0764	44	2910
met1	0.515	4029	13100
met5	0	-	0
met2	0.538	439	13200
met4	0.0484	0	568
li1	-	4577	-
worst max path at each step:
stage	from	endpoint
CTS	rd_wb[1]	muxOut2[15]
global route	rd_wb[1]	muxOut2[7]
finish	rd_wb[1]	muxOut2[15]
kinds of logic (layout without fill, tap and decap cells):
family                   Yosys count  in the layout  synth area share
other                              1             65          0.000446
buffers and inverters             85            303            0.0421
AND-OR/OR-AND                    335            335             0.237
adder cells (fa/ha/maj)           35             35            0.0529
XOR/XNOR                          72             72            0.0750
latches                           99             99             0.177
multiplexers                     173            173             0.239
AND/OR/NAND/NOR                  311            311             0.177
sequential cells by signal, indices dropped and copies added, names as in the netlist:
register and cells:
alumux2.muxOut 32, aluControl.result 3, alumux1.muxOut 32, alu.o1 32
per-stage QoR:
stage | setup slack (ps) | util | hold WS (ps) | cells | total power [mW]
floorplan | 11600 | - | 9150 | 1174 | 0.138
global placement | 10560 | 0.694 | 9080 | 1612 | 0.215
detailed placement | 10530 | 0.694 | 9080 | 1612 | 0.215
CTS | 10520 | 0.694 | 9080 | 1612 | 0.216
global route | 10410 | 0.695 | 9080 | 1613 | 0.238
finish | 10540 | 0.695 | 9080 | 1613 | 0.219
layout make-up:
cell class                      count  area share
Timing Repair Buffer              286       0.245
Tap cell                          220      0.0240
Inverter                           17     0.00556
Antenna cell                        1    0.000218
Sequential cell                    99       0.130
Multi-Input combinational cell    990       0.595
layout by cell type, fill, tap and decap left out, types with 16 or more instances in the layout:
cell type        count
nand2_1            143
o21ai_1             37
inv_1               16
dlxtn_1             99
o22ai_1             18
ha_1                34
o21ai_0            121
clkdlybuf4s50_1    269
nor2_1              51
conb_1              64
nand3_1             24
xnor2_1             40
xor2_1              32
a21oi_1             67
mux2i_1            130
mux4_2              18
mux2_2              18
power breakdown:
| group | switching (mW) | total (mW) | internal [mW] |
|---|---|---|---|
| clock network | 0 | 0.00000000590 | 0.00000000589 |
| logic | 0.0982 | 0.198 | 0.0999 |
| registers | 0.00633 | 0.0208 | 0.0144 |
Power and IR drop assume default switching activity.
